$ cat config.mk
export PLATFORM = sky130hd
export DESIGN_NAME = decode_regfile
export DESIGN_NICKNAME = decode_regfile
export VERILOG_FILES = /design/flow/design.v
export SDC_FILE = /design/flow/constraint.sdc
export NUM_CORES = 4
export LEC_CHECK = 1
export CORE_UTILIZATION = 30
$ cat constraint.sdc
current_design decode_regfile

set clk_period 8.4
set clk_io_pct 0.2

create_clock -name clk0 -period $clk_period [get_ports {clk}]

set non_clock_inputs [all_inputs -no_clocks]
set_input_delay [expr $clk_period * $clk_io_pct] -clock clk0 $non_clock_inputs
set_output_delay [expr $clk_period * $clk_io_pct] -clock clk0 [all_outputs]
$ cat design.v
package utils_top;
parameter bit [7-1:0] OP_LUI    = 7'b0110111 ;  
parameter bit [7-1:0] OP_AUIPC  = 7'b0010111 ;  
parameter bit [7-1:0] OP_IMM    = 7'b0010011 ;  
parameter bit [7-1:0] OP_RR     = 7'b0110011 ;  
parameter bit [7-1:0] OP_FENCE  = 7'b0001111 ;  
parameter bit [7-1:0] OP_CSR    = 7'b1110011 ;  
parameter bit [7-1:0] OP_LOAD   = 7'b0000011 ;  
parameter bit [7-1:0] OP_STORE  = 7'b0100011 ;  
parameter bit [7-1:0] OP_JAL    = 7'b1101111 ;  
parameter bit [7-1:0] OP_JALR   = 7'b1100111 ;  
parameter bit [7-1:0] OP_BRANCH = 7'b1100011 ;  
parameter bit [4-1:0] ALU_ADD   = 4'b0000 ;  
parameter bit [4-1:0] ALU_SUB   = 4'b1000 ;  
parameter bit [4-1:0] ALU_AND   = 4'b0111 ;  
parameter bit [4-1:0] ALU_OR    = 4'b0110 ;  
parameter bit [4-1:0] ALU_XOR   = 4'b0100 ;  
parameter bit [4-1:0] ALU_SLT   = 4'b0010 ;  
parameter bit [4-1:0] ALU_SLTU  = 4'b0011 ;  
parameter bit [4-1:0] ALU_SRL   = 4'b0101 ;  
parameter bit [4-1:0] ALU_SRA   = 4'b1101 ;  
parameter bit [4-1:0] ALU_SLL   = 4'b0001 ;  
parameter bit [3-1:0] ALU_BEQ   =  3'b000 ;  
parameter bit [3-1:0] ALU_BNE   =  3'b001 ;  
parameter bit [3-1:0] ALU_BLT   =  3'b100 ;  
parameter bit [3-1:0] ALU_BGE   =  3'b101 ;  
parameter bit [3-1:0] ALU_BGEU  =  3'b111 ;  
parameter bit [3-1:0] ALU_ADDI  =  3'b000 ;  
parameter bit [4-1:0] ALU_SLLI  = 4'b0001 ;  
parameter bit [3-1:0] ALU_SLTI  =  3'b010 ;  
parameter bit [3-1:0] ALU_SLTIU =  3'b011 ;  
parameter bit [3-1:0] ALU_XORI  =  3'b100 ;  
parameter bit [4-1:0] ALU_SRLI  = 4'b0101 ;  
parameter bit [4-1:0] ALU_SRAI  = 4'b1101 ;  
parameter bit [3-1:0] ALU_ORI   =  3'b110 ;  
parameter bit [3-1:0] ALU_ANDI  =  3'b111 ;  
parameter bit [32-1:0] BUBBLE = 32'h33 ;  
endpackage
module decode_regfile #(
   parameter REGS_PTR_W =  5 ,  
   parameter REGS_NUM   = 32 ,  
   parameter REG_SIZE   = 32    
)(
   input  logic                  clk   ,  
   input  logic                  rst_n ,  
   input  logic                  we    ,  
   input  logic [REGS_PTR_W-1:0] wa    ,  
   input  logic [REG_SIZE  -1:0] wd    ,  
   input  logic [REGS_PTR_W-1:0] rs1   ,  
   input  logic [REGS_PTR_W-1:0] rs2   ,  
   output logic [REG_SIZE  -1:0] rd1   ,  
   output logic [REG_SIZE  -1:0] rd2      
);
logic [REGS_NUM-1:0][REG_SIZE-1:0] reg_array  ;  
logic [REGS_NUM-1:0]               reg_we_vec ;  
genvar REG_IDX ; 
generate
   for (REG_IDX=0; REG_IDX<REGS_NUM; REG_IDX++) begin: gen_regfile_loop
      assign reg_we_vec[REG_IDX] = we & (wa == REG_IDX[REGS_PTR_W-1:0]) & (REG_IDX!=0) ;  
      always_ff @(posedge clk) 
         if (!rst_n)  
            reg_array[REG_IDX] <= REG_SIZE'(0) ; 
         else if (reg_we_vec[REG_IDX])  
            reg_array[REG_IDX] <= wd ; 
   end
endgenerate
assign rd1 = reg_array[rs1] ; 
assign rd2 = reg_array[rs2] ; 
endmodule
$ cat run.sh
#!/bin/bash
# OpenROAD 26Q1-2900-gdf79404cd8, Yosys 0.63+post, stock flow scripts
make -C /OpenROAD-flow-scripts/flow DESIGN_CONFIG=/design/flow/config.mk WORK_HOME=/design/flow/orfs finish
==> deck_impl_summary.md <==
Physical Implementation Snapshot

Layout
  • Top Registers: reg_array: 992 flops
  • Final core utilization: 33.92%
  • Dominant logic cell types in the final layout: 2132 x nand2_1, 992 x dfxtp_1, 768 x mux2i_1
  • Largest register FFs: 992
  • Most instantiated logic cell after routing: nand2_1
  • Area growth, synth to finish: 12.31%
  • Final instance area: 0.06052 mm2
  • Layout fillers: 17.85k
  • Share of layout cells above drive strength 1: 8.604%
  • Most flop-heavy register: reg_array

Clock network
  • Worst-path clk slew: 0.06 ns
  • H-tree depth: 3
  • Clock Latency Late Sink: 0.71 ns
  • CTS Buf Count: 105
  • Post-CTS Setup Bufs: 0
  • Hold_buf cts: 0
  • Clock sinks: 992
  • CTS tree: built
  • Post-CTS Resized: 0
  • Clock buffer depth: 3
  • Root Buffer Master: clkbuf_16

Global routing
  • Pin count of the biggest net entering global routing: 183
  • Gr ovfl total: 0
  • Initial antenna violation count: 19
  • Gr usage total: 23.73%
  • First-pass GRT wire length: 311900 um
  • Number of global-route vias before repair: 45.62k

Floorplanning
  • Initial core utilization: 30.20%
  • Die width: 425.8 um
  • I/O Pins: 114
  • Die Area: 0.1813 mm2
  • Num rows: 155
  • Die Height: 425.8 um
  • Core region area: 0.1784 mm2

Timing
  • Max transition margin: 33.19%
  • Highest Clock Rate: 145.1 MHz
  • Final-report hold violation count: 0
  • Least-Margin Pin Slew: 0.9975 ns
  • Min cycle time layout: 6.889 ns
  • Period utilization: 82.02%
  • Final-report setup violation count: 0
  • Setup TNS: 0 ns
  • Fin Clk Skew: 0 ns
  • Slew Viols, Final: 0
  • RSZ-0062 raised after global routing: false

Setup path
  • CP arrival: 5.21 ns
  • Crit path buf inv count: 4
  • Reg2reg setup slack: 7.68 ns
  • Startpoint Class: input port
  • Crit path max-delay cell type: and2_4
  • Critical Path Sink Type: output port
  • R2R depth: 2
  • RR Endpoint: reg_array[150]
  • Slowest stage delay, CP: 0.77 ns
  • Largest delay contributor family on the critical path: buffers and inverters
  • Crit Path Category: in -> out
  • CP Cell Sequence: buf_2 -> and2_4 -> buf_4 -> buf_4 -> nand2_1 -> nand3_1 -> nand3_1 -> clkdlybuf4s50_1
  • CP max FO: 39
  • Worst R2R Start: reg_array[150]
  • Critical path required time: 6.72 ns

Power
  • P_leak: 20.95 nW
  • PD cells: 182.7 mW/mm2
  • Max IR drop VDD: 173.8 uV

Logic synthesis
  • Synth Area per Inst: 8.189 um2
  • Number of enable flip-flop cells: 0
  • Main flop type: dfxtp_1
  • Area leader, netlist: dfxtp_1
  • Top-area cell share: 36.86%
  • Cells after synthesis: 6580
  • Seq share, synth: 36.86%
  • Synth Warn #: 1
  • Cell area leaders: dfxtp_1 37%, nand2_1 15%, mux2i_1 14%
  • Synthesis area per yosys: 0.05388 mm2
  • Asr flop ratio synth: 0%
  • Registers, synthesis: 992
  • # Cells Yosys: 6580
  • Distinct lib cells: 36
  • Mapped Area: 0.05388 mm2

Route
  • DRC Markers: 0
  • Total wire length: 216800 um
  • Vias per inst: 5.588
  • DRT iter0 DRCs: 4769
  • First drt pass iteration count: 8
  • Wirelength per Cell: 24.74 um
  • Via count: 48.96k
  • ANT nets after route: 0

Flow run
  • Max-cap violations: 0
  • Tool warnings: 40

Worst hold path
  • Min-Delay Path Class: reg -> reg
  • Hold EP: reg_array[248]
  • Hold Crit Start: reg_array[248]
  • Hold Crit Depth: 2

Place
  • Final Wtd Congestion: 0.9228
  • Placed instance area: 0.05676 mm2
  • HPWL after detailed placement: 126600 um
  • Port bufs: 113

Outcome
  • Outcome: finished clean
[worst max-delay path by stage]
stage | slack [ns] | end | start | depth (start not counted)
4_1_cts | 1.67 | rd1[16] | rs1[0] | 8
5_1_grt | 1.50 | rd1[16] | rs1[0] | 8
6_report | 1.51 | rd1[16] | rs1[2] | 8
[through the flow]
stage          instances  hold slack, ns  worst slack, ns  power [mW]
2_1_floorplan       6580          0.4411            3.704       5.543
3_3_place_gp        8565          0.4474            1.676       6.026
3_5_place_dp        8565          0.4547            1.669       6.029
4_1_cts             8759          0.4644            1.666       11.06
5_1_grt             8761          0.4842            1.504       11.31
6_report            8762          0.4674            1.511       11.06
[worst min-delay path, cell delays in order, from the launching register on]
cell and delay [ns]:
dfxtp_1 0.32, nand2_1 0.05, a21boi_1 0.05
[power by group]
part	internal, mW	switching, mW	total, mW
combinational	0.412	0.782	1.19
sequential	4.74	0.0253	4.76
clock	3.00	2.10	5.10
[final cells by class]
type / count / area, um2 / area share (%)
timing repair buffer: 282 / 2562 / 4.234
tap: 2355 / 2947 / 4.869
multi-input combinational: 4936 / 31390 / 51.88
sequential: 992 / 19860 / 32.82
antenna: 3 / 7.507 / 0.01241
clock inverter: 41 / 585.6 / 0.9676
clock buffer: 153 / 3161 / 5.223
[kinds of logic after synthesis]
kind of cell,count (synthesis),share of synthesized area [%]
AOI/OAI and AO/OA,1504,20.36
buffers and inverters,652,5.371
DFF,992,36.86
muxes,896,18.28
and+or+nand+nor,2536,19.13
[synth_stat cells (28+ instances only)]
| cell type | n |
|---|---|
| nand2_1 | 2145 |
| dfxtp_1 | 992 |
| mux2i_1 | 768 |
| a21boi_0 | 755 |
| clkbuf_1 | 368 |
| a22oi_1 | 256 |
| buf_2 | 243 |
| a21boi_1 | 237 |
| nand3_1 | 192 |
| a21oi_1 | 128 |
| nor2b_1 | 74 |
| a221oi_1 | 64 |
| a31oi_1 | 64 |
| mux2_2 | 64 |
| mux4_2 | 64 |
| nor3_1 | 64 |
| buf_4 | 28 |
[layer usage]
layer | part of all wire, % | global-route usage [%]
met1 | 40 | 32.10
met2 | 43 | 34.90
met3 | 11 | 7.297
met4 | 5.6 | 10.95
met5 | 0.11 | 0.8995
No activity file was given, so power comes from the tool's default toggle rates.
